==> config.mk <==
export PLATFORM = sky130hd
export DESIGN_NAME = lfsr
export DESIGN_NICKNAME = lfsr
export VERILOG_FILES = /design/flow/design.v
export SDC_FILE = /design/flow/constraint.sdc
export NUM_CORES = 4
export LEC_CHECK = 1
export CORE_AREA = 10 10 70 70
export DIE_AREA = 0 0 80 80
==> constraint.sdc <==
current_design lfsr

set clk_period 1.0
set clk_io_pct 0.2

create_clock -name clk0 -period $clk_period [get_ports {clk}]

set non_clock_inputs [all_inputs -no_clocks]
set_input_delay [expr $clk_period * $clk_io_pct] -clock clk0 $non_clock_inputs
set_output_delay [expr $clk_period * $clk_io_pct] -clock clk0 [all_outputs]
==> design.v <==
module lfsr (
    input logic        clk,      
    input logic        rst,      
    input logic        en,       
    output logic [6:0] data_out  
);
logic [6:0] sreg;  
always_ff @ (posedge clk, posedge rst)
    if (rst)
        sreg <= 7'b1;
    else if (en)
        sreg <= {sreg[5:0], sreg[2] ^ sreg[6]};  
    assign data_out = sreg;
endmodule
==> run.sh <==
#!/bin/bash
# OpenROAD 26Q1-2900-gdf79404cd8, Yosys 0.63+post, stock flow scripts
make -C /OpenROAD-flow-scripts/flow DESIGN_CONFIG=/design/flow/config.mk WORK_HOME=/design/flow/orfs finish
==> impl_metrics.json <==
{
  "ys_sh_xor_pct": 2.93,
  "cellLeakagePower_nw": 0.233,
  "maxCapViolations": 0,
  "first_pass_iters": 2,
  "io_pins": 10,
  "portBuffers": 9,
  "crit_buf_inv": 1,
  "peakVddDrop_v": 0.000991,
  "yosysChipArea_um2": 299,
  "largest_reg_flops": 7,
  "ff2ff_path_depth": 2,
  "placed_area_um2": 495,
  "violations": "negative setup slack",
  "syn_inst": 18,
  "ys_sh_simple_pct": 1.26,
  "timing.final.ws_setup_ps": -61.0,
  "finalPower_mw": 1.41,
  "path_depth": 1,
  "drt_iter0_drc": 2,
  "wire_per_inst_um": 7.92,
  "endpoint": "data_out[0]",
  "drive_gt1_share_pct": 65.8,
  "hold_violations": 0,
  "fin_crit_sh_pct": 106,
  "viasPerCell": 2.39,
  "grtUsageTotal_pct": 2.23,
  "clk_path_buf_depth": 2,
  "route.detailed.drc": 0,
  "fp-utilization_pct": 8.75,
  "worstReg2RegEnd": "sreg[2]",
  "skew_ps": 3.10,
  "cts-root-buf": "clkbuf_4",
  "gp_congestion": 0.751,
  "h-tree-depth": 1,
  "fmax_mhz": 943,
  "layout_top_cells": "buf_2 (7), buf_4 (7), mux2_4 (6), dfrtp_1 (6), clkbuf_4 (3)",
  "slowest_delay_ps": 520,
  "synth-compound-area-share_pct": 1.67,
  "endpoint_kind": "output pin",
  "rows": 21,
  "warning_count": 27,
  "cts.sinks": 7,
  "worst_slew_pin_slew_ps": 258,
  "core-area_um2": 3420,
  "ys_cells": 18,
  "synth_seq_share_pct": 59.0,
  "crit_type": "register to output pin",
  "r2r_setup_slack_ps": 110,
  "ys_seq_elements": 7,
  "syn_to_final_growth_pct": 64.9,
  "rsz0062_at_grt": "true",
  "numCtsBuffers": 3,
  "die_area_um2": 6400,
  "antenna_cells": 0,
  "r2r-start": "sreg[2]",
  "yosysWarnings": 1,
  "cp-start-kind": "register",
  "crit_chain": "buf_2",
  "crit_family": "flip-flops",
  "dr_total_vias": 201,
  "setup_viol": 1,
  "die_x_um": 80,
  "hold_path_class": "input pin to async pin",
  "fin_area_um2": 493,
  "required_ps": 800,
  "largest-register": "sreg",
  "first_global_vias": 239,
  "grt_max_degree": 9,
  "place_hpwl_um": 513,
  "slew_viol_final": 0,
  "cp.arrival_ps": 860,
  "critical_path_peak_fanout": 2,
  "clock_latency_ps": 250,
  "min_period_ps": 1060,
  "status": "finished with violations",
  "grt_pass1_wl_um": 1140,
  "path_clk_slew_ps": 50,
  "die_height_um": 80,
  "fa_ha_area_share_pct": 0,
  "synthMuxAreaShare_pct": 30.1,
  "slew_headroom_pct": 82.8,
  "drtAntennaViolNets": 0,
  "fillCellCount": 406,
  "cp_slowest_cell": "dfstp_2",
  "fin_util_pct": 14.4,
  "routed_wl_um": 665,
  "antenna_found_initial": 0,
  "ys_types": 8,
  "largestRegisters": "sreg: 7 flops",
  "critPathLaunch": "sreg[0]",
  "grt-ovfl-total": 0,
  "p_per_area_nw_per_um2": 2860,
  "synth.avg_cell_area_um2": 16.6,
  "syn-cell-area_um2": 299,
  "cts_tree": "done",
  "synthTopLogicFamily": "multiplexers"
}
cell usage after synthesis:
library cell | number | area [um2]
a21oi_1 | 1 | 5.00
dfrtp_1 | 6 | 150
mux2_4 | 6 | 90.1
nor2_1 | 1 | 3.75
dfstp_2 | 1 | 26.3
buf_6 | 1 | 11.3
inv_1 | 1 | 3.75
xnor2_1 | 1 | 8.76
layout make-up:
| class | instances | area [um2] | area share (%) |
|---|---|---|---|
| flip-flops and latches | 7 | 176 | 35.8 |
| repair buffers | 17 | 121 | 24.6 |
| multi-input cells | 9 | 108 | 21.8 |
| well taps | 46 | 57.6 | 11.7 |
| clock buffers | 4 | 26.3 | 5.33 |
| inverters | 1 | 3.75 | 0.761 |
power breakdown:
| part | switching, mW | total (mW) | internal, mW |
|---|---|---|---|
| clock | 0.106 | 0.258 | 0.152 |
| sequential | 0.0616 | 0.500 | 0.438 |
| combinational | 0.190 | 0.651 | 0.461 |
| total | 0.357 | 1.41 | 1.05 |
stage by stage:
stage / instances / TNS, ps / hold WS, ps / worst slack (ps)
floorplan: 18 / 0 / 2.67 / 241
global placement: 80 / -1830 / 438 / -260
detailed placement: 80 / -1860 / 446 / -262
CTS: 85 / -82.0 / 171 / -82.0
global route: 84 / -107 / 193 / -107
finish: 84 / -61.0 / 168 / -61.0
cell families (layout without fill, tap and decap cells):
logic type      Yosys count  count (layout)
mux                       6               6
compound gates            1               1
simple gates              1               1
flops                     7               7
xor+xnor                  1               1
buf+inv                   2              22
repair_timing:
action	in CTS	in global routing
hold endpoints to repair	0	0
endpoints found under the setup margin	7	7
setup buffers	1	0
hold buffers	0	0
gates resized	21	2
per-layer routing:
metal | GRT usage (%) | part of all wire, % | vias to the layer above
met4 | 0.880 | 1.4 | 0
li1 | - | - | 99
met2 | 3.45 | 49 | 8
met5 | 0 | 0 | -
met3 | 1.14 | 7.2 | 2
met1 | 2.56 | 42 | 92
worst min path at each step:
stage	startpoint	to	slack, ps	cells past startpoint
global route	rst	sreg[2]	190	2
finish	rst	sreg[6]	170	2
CTS	rst	sreg[2]	170	2
No activity file was given, so power comes from the tool's default toggle rates.
